[/design/flow/run.sh]
#!/bin/bash
# OpenROAD 26Q1-2900-gdf79404cd8, Yosys 0.63+post, stock flow scripts
make -C /OpenROAD-flow-scripts/flow DESIGN_CONFIG=/design/flow/config.mk WORK_HOME=/design/flow/orfs finish
[/design/flow/config.mk]
export PLATFORM = sky130hd
export DESIGN_NAME = MSEQ_control
export DESIGN_NICKNAME = MSEQ_control
export VERILOG_FILES = /design/flow/design.v
export SDC_FILE = /design/flow/constraint.sdc
export NUM_CORES = 4
export LEC_CHECK = 1
export CORE_AREA = 10 10 296 296
export DIE_AREA = 0 0 306 306
[/design/flow/constraint.sdc]
current_design MSEQ_control

set clk_period 1.3
set clk_io_pct 0.2

create_clock -name clk0 -period $clk_period [get_ports {clk}]

set non_clock_inputs [all_inputs -no_clocks]
set_input_delay [expr $clk_period * $clk_io_pct] -clock clk0 $non_clock_inputs
set_output_delay [expr $clk_period * $clk_io_pct] -clock clk0 [all_outputs]
[/design/flow/design.v]
module MSEQ_control#(
    parameter INPUT_DATA_WIDTH  = 288 ,  
    parameter DATA_WIDTH = 'd64
)(
    input clk,
    input rst_n,
    input n1_valid,                     
    input signed [DATA_WIDTH-1:0] xn1,  
    input signed [DATA_WIDTH-1:0] yn1,
    input signed [DATA_WIDTH-1:0] zn1,
    input [7:0] xyz_out_num,
    output  reg [INPUT_DATA_WIDTH-1:0] MSEQ_din,
    output  reg [3:0] MSEQ_din_valid
);
    reg signed [DATA_WIDTH-1:0] reg_xn1;     
    reg signed [DATA_WIDTH-1:0] reg_yn1;
    reg signed [DATA_WIDTH-1:0] reg_zn1;
    reg [3:0] MSEQ_control_state;            
    parameter IDLE = 'd0;
    parameter MSEQ1_Update = 'd1;            
    parameter MSEQ2_Update = 'd2;
    parameter MSEQ3_Update = 'd3;
    parameter MSEQ4_Update = 'd4;
    parameter Update_Wait = 'd5;
    always @(posedge clk or negedge rst_n)
    begin
        if (!rst_n) begin
            reg_xn1 <= 'd0;
        end
        else if (n1_valid) begin
            reg_xn1 <= xn1;
        end
    end
    always @(posedge clk or negedge rst_n)
    begin
        if (!rst_n) begin
            reg_yn1 <= 'd0;
        end
        else if (n1_valid) begin
            reg_yn1 <= yn1;
        end
    end
    always @(posedge clk or negedge rst_n)
    begin
        if (!rst_n) begin
            reg_zn1 <= 'd0;
        end
        else if (n1_valid) begin
            reg_zn1 <= zn1;
        end
    end
    always @(posedge clk or negedge rst_n) begin
        if (!rst_n)
            MSEQ_din <= 'd0;
        else if (n1_valid)
            MSEQ_din <= {reg_xn1[51:3], reg_yn1[51:3], reg_zn1[51:3],xn1[51:3],yn1[51:3],zn1[51:3] };
    end
    always @(posedge clk or negedge rst_n)
    begin
        if (!rst_n) begin
            MSEQ_control_state <= IDLE;
        end
        else begin
        case (MSEQ_control_state)
            IDLE :       
            begin
                if (n1_valid)   begin
                    MSEQ_control_state <= MSEQ1_Update;
                end
            end
            MSEQ1_Update :
            begin
                if (xyz_out_num == 'd1 ) begin       
                    MSEQ_control_state <= MSEQ2_Update;
                end
            end
            MSEQ2_Update :
            begin
                if (xyz_out_num == 'd3 ) begin       
                    MSEQ_control_state <= MSEQ3_Update;
                end
            end
            MSEQ3_Update :
            begin
                if (xyz_out_num == 'd5 ) begin       
                    MSEQ_control_state <= MSEQ4_Update;
                end
            end
            MSEQ4_Update :
            begin
                if (xyz_out_num == 'd7 ) begin       
                    MSEQ_control_state <= Update_Wait;
                end
            end
            Update_Wait :
            begin
                if (xyz_out_num == 'd240) begin      
                    MSEQ_control_state <= MSEQ1_Update;
                end
            end
            default: 
            begin
                MSEQ_control_state <= IDLE;
            end
        endcase
        end
    end
    always@(posedge clk or negedge rst_n)
    begin
        if(!rst_n)
            MSEQ_din_valid <= 'b0000;
        else if ((MSEQ_control_state==MSEQ1_Update) && (xyz_out_num=='d1))  
            MSEQ_din_valid <= 'b0001;    
        else if ((MSEQ_control_state==MSEQ2_Update) && (xyz_out_num=='d3))
            MSEQ_din_valid <= 'b0010;
        else if ((MSEQ_control_state==MSEQ3_Update) && (xyz_out_num=='d5))
            MSEQ_din_valid <= 'b0100;
        else if ((MSEQ_control_state==MSEQ4_Update) && (xyz_out_num=='d7))
            MSEQ_din_valid <= 'b1000;
        else
            MSEQ_din_valid <= 'b0000;
    end
endmodule
==> qor.yml <==
run_status:
  outcome: "finished with violations"
  violations: "negative setup slack"
yosys:
  common_cells: "297 x dfrtp_1, 288 x mux2_2, 21 x buf_2"
  yosysTopAreaCell: "dfrtp_1"
  edf_count: 0
  synth-area-yosys_mm2: 0.0111
  syn-mean-instance-area_um2: 17.3
  synth_cell_type_count: 24
  yosysMostFrequentCell: "dfrtp_1"
  area_leaders: "dfrtp_1 67%, mux2_2 29%, buf_6 1.2%"
  syn_inst: 645
  ys.flops: 298
  ff_type: "dfrtp_1"
  postSynthSeqShare: 0.669
  yosys_warnings: 1
  synth_area_mm2: 0.0111
  async_flop_share: 1.00
  ys_cells: 645
  synth.top_cell.area_share: 0.667
route:
  highest_layer: "met4"
  first_iter_violations: 240
  wl_per_cell_um: 15.1
  wl_met1_um: 14700
  route.detailed.drc: 0
  firstDrtPassIters: 4
  vias_per_cell: 3.30
  wl_met2_um: 16600
  wirelength_um: 36300
  detail-route-antenna-nets: 0
  wl_met3_um: 4260
  vias: 7937
  antenna_cells: 0
critical_path:
  cp-end-kind: "output pin"
  required_ps: 1040
  max_stage_delay_ps: 410
  setup.worst_path.start_class: "register"
  crit_fanout: 3
  crit_chain: "buf_2"
  crit_slowest_cell: "dfrtp_1"
  critPathBufInv: 1
  r2r_setup_slack_ps: 280
  arrival_ps: 1090
  crit_type: "reg -> out"
  rr_worst_depth: 3
  r2r-start: "reg_zn1[32]"
  regToRegEndpoint: "reg_zn1[32]"
  path_delay_family: "flip-flops"
grt:
  antenna_found_initial: 0
  grt_max_degree: 70
  grt_pass1_wl_um: 55100
  grtUsageTotal: 0.0760
  grt_pass1_vias: 8691
  grt_overflow_total: 0
finish:
  drive_gt1_frac: 0.636
  fillers: 8450
  regArea_mm2: 0.00746
  syn_to_final_growth_pct: 64.6
  logic_area_mm2: 0.00344
job:
  warning_count: 72
  drv_cap: 0
floorplanning:
  pin_count: 495
  core_mm2: 0.0808
  num_rows: 104
  die_w_um: 306
  die_y_um: 306
  initCoreUtil: 0.138
  chip_area_mm2: 0.0936
power:
  power.leakage_nw: 8.22
  power_density_mw_per_mm2: 1380
  vdd_drop_max_mv: 0.858
timing:
  slew-limit-headroom: 0.564
  hold_viol_final: 0
  rsz0062_at_grt: "true"
  worst_clock_skew_ps: 11.4
  fin_worst_hold_slack_ps: 256
  finalCritPeriodShare: 1.04
  slew_violations: 0
  final-setup-viol-count: 78
  fin_crit_ps: 1350
  finalWorstSetupSlack_ps: -47.5
  fmax_mhz: 742
  tightest_slew_ps: 653
  finalSetupTns_ps: -1090
clock_tree:
  root_buffer: "clkbuf_16"
  cts_tree: "yes"
  clk_pin_slew_worst_paths_ps: 50
  numCtsBuffers: 36
  cts_buffer_depth: 3
  clock-sinks: 298
  insertion_delay_ps: 530
  htreeDepth: 2
min_path:
  hold_class: "in -> reg"
  min_to: "MSEQ_din[267]"
  min-delay-start: "n1_valid"
  worstHoldPathCells: 3
placement:
  port_buffers: 449
  gp_congestion: 0.844
  hpwl_um: 26900
layer usage:
layer / global-route usage / vias up
met5: 0 / -
met4: 0.0147 / 0
met3: 0.0394 / 44
met2: 0.121 / 323
met1: 0.0921 / 3910
li1: - / 3660
cell families after synthesis:
family	share of synthesized area
mux	0.291
flops	0.669
buf+inv	0.0222
compound gates	0.00449
simple gates	0.0129
sequential cells by signal (all words and copies together) (netlist names):
| name | flops |
|---|---|
| MSEQ_control_state | 6 |
| reg_yn1 | 48 |
| reg_zn1 | 48 |
| reg_xn1 | 42 |
| MSEQ_din | 150 |
| MSEQ_din_valid | 4 |
report_power, final:
part / internal (mW) / total [mW] / switching, mW / leakage (nW)
Sequential: 10.4 / 11.0 / 0.636 / 3.50
Clock: 6.23 / 10.1 / 3.87 / 0.589
Combinational: 2.86 / 4.23 / 1.37 / 4.13
Total: 19.5 / 25.4 / 5.88 / 8.22
through the flow:
step | utilization | area (µm²) | setup WS [ps] | total power, mW | instances
floorplan | - | 11100 | 141 | 12.1 | 645
global placement | 0.215 | 17400 | -369 | 15.9 | 2184
detailed placement | 0.215 | 17400 | -387 | 15.9 | 2184
CTS | 0.223 | 18000 | -120 | 25.8 | 2359
global route | 0.227 | 18300 | -130 | 26.8 | 2402
finish | 0.227 | 18300 | -47.5 | 25.4 | 2402
worst register-to-register path, stage by stage (launching register included):
cell and delay [ps]:
dfrtp_1 390, buf_4 140, buf_4 130, mux2_2 250
worst max path at each step:
| stage | startpoint | to | slack, ps | cells past startpoint |
|---|---|---|---|---|
| finish | reg_zn1[38] | MSEQ_din[35] | -50 | 1 |
| global route | MSEQ_din[140] | MSEQ_din[140] | -130 | 1 |
| CTS | reg_zn1[3] | MSEQ_din[0] | -120 | 1 |
layout by cell type, fill, tap and decap left out:
cell type        instances
buf_2                  286
a32o_1                   1
o211ai_1                 1
buf_12                  15
and3_1                   3
dlymetal6s4s_1           1
clkinvlp_4               1
clkinv_2                 4
and2_1                   1
nand4_1                  1
a221o_1                  1
clkbuf_8                 7
nor3b_4                  1
buf_8                    2
and2_2                   1
buf_4                  197
nor2b_1                  1
buf_6                    5
clkbuf_16               37
dfrtp_1                297
and4b_1                  1
clkbuf_1                 9
inv_6                    3
a21oi_1                  2
a31oi_1                  2
clkdlybuf4s50_1        155
nand2_1                  2
nor3b_2                  1
dfstp_2                  1
mux2_2                 288
bufinv_16                3
dlygate4sd3_1            5
nor4_4                   1
nand3b_1                 1
nor2_1                   1
inv_1                    2
nor4b_1                  2
final cells by class:
class	instances	area share
Clock inverter	11	0.00785
Sequential cell	298	0.407
Inverter	2	0.000409
Multi-Input combinational cell	312	0.187
Clock buffer	53	0.0576
Timing Repair Buffer	666	0.268
Tap cell	1060	0.0723
timing repair:
action	in CTS	in global routing
hold buffers	3	0
hold endpoints to repair	175	0
resized	991	1
pin swaps	0	0
buffers inserted	102	43
endpoints found under the setup margin	292	394
Power is estimated from default activity; no workload was simulated.
