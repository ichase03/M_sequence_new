--- config.mk ---
export PLATFORM = sky130hd
export DESIGN_NAME = M_sequence
export DESIGN_NICKNAME = M_sequence
export VERILOG_FILES = /design/flow/design.v
export SDC_FILE = /design/flow/constraint.sdc
export NUM_CORES = 4
export LEC_CHECK = 1
export CORE_AREA = 10 10 104 104
export DIE_AREA = 0 0 114 114
--- design.v ---
module M_sequence
#(
  parameter DATA_WIDTH = 16
)(
  input MSEQ_clk ,
  input MSEQ_rst_n ,
  input [DATA_WIDTH-1:0] MSEQ_seed ,
  input [DATA_WIDTH-1:0] MSEQ_init_value ,
  output reg MSEQ_output 
);
wire xor_value  ;
reg [DATA_WIDTH-1:0] mseq_value = 0 , mseed_value = 0;
always @(posedge MSEQ_clk) begin: M_value
  if(!MSEQ_rst_n) begin
    mseed_value <= MSEQ_seed ;
    mseq_value[DATA_WIDTH-2:0] <= MSEQ_init_value[DATA_WIDTH-1:1] ;
    mseq_value[DATA_WIDTH-1] <= ^(MSEQ_init_value & MSEQ_seed) ;
  end else begin 
    mseq_value[DATA_WIDTH-2:0] <= mseq_value[DATA_WIDTH-1:1] ;
    mseq_value[DATA_WIDTH-1] <= xor_value;
  end
end
    assign xor_value = ^(mseq_value & mseed_value) ;
always @(posedge MSEQ_clk) begin: MOUT_value
  if(!MSEQ_rst_n) begin
    MSEQ_output <= MSEQ_init_value[0];
  end else begin 
    MSEQ_output <=  mseq_value[0];
  end
end
endmodule
--- constraint.sdc ---
current_design M_sequence

set clk_period 1.9
set clk_io_pct 0.2

create_clock -name clk0 -period $clk_period [get_ports {MSEQ_clk}]

set non_clock_inputs [all_inputs -no_clocks]
set_input_delay [expr $clk_period * $clk_io_pct] -clock clk0 $non_clock_inputs
set_output_delay [expr $clk_period * $clk_io_pct] -clock clk0 [all_outputs]
--- run.sh ---
#!/bin/bash
# OpenROAD 26Q1-2900-gdf79404cd8, Yosys 0.63+post, stock flow scripts
make -C /OpenROAD-flow-scripts/flow DESIGN_CONFIG=/design/flow/config.mk WORK_HOME=/design/flow/orfs finish
==> CHANGELOG.md <==
### Physical design

- WL final: 3.29 mm
- Distinct cell type count after synthesis: 11
- Number of enable flip-flop cells: 16
- Clock Path Buffers: 2
- WL met1: 1.66 mm
- Via count: 920
- Logic area: 598 um2
- Simple Share, Synth: 8.56%
- Cell area after layout: 2060 um2
- Number of vias per cell: 3.38
- Reg-to-reg slack, setup: 0.59 ns
- Mean Syn Cell Area: 12.5 um2
- Chip Width: 114 um
- CTS Hold Buffers Added: 0
- Synth warn: 1
- Mapped Area: approximately 1400 um2
- Cells after synthesis: 115
- Dpl hpwl: ~2.7 mm
- Fa+ha+maj area frac: 0%
- Starting DRT DRC Count: 14
- Area Growth Syn to Fin: 43.5%
- GRT Total Usage: 5.37%
- OpenROAD warning count: 25
- Final period utilization: 83.8%
- Area leader share: approximately a third
- Hold depth: 1
- Num rows: 34
- Chip area: 13000 um2
- Vias in the first global route: 1010
- Clock transition at the registers of the reported paths: 0.07 ns
- Most common reg cell: dfxtp_1
- Yosys chip area: 1430 um2
- FF+latch area: 821 um2
- Synth Area in Compound Gates: 0%
- First-pass GRT wire length: ~5.4 mm
- WL per Instance: 12.1 um
- Yosys xor share: 19.9%
- Reg2Reg Capture Point: mseq_value[15]$_DFF_P_
- Inserted Clock Buffers: 5
- Worst path slowest cell: clkdlybuf4s50_1
- Yosys Instances: 115
- Critical Path Max Stage Delay: ~0.5 ns
- Top Layer Used: met4
- Reg2Reg Depth: 6
- Most common cell in the synthesized netlist: nand2_1
- # DRC: 0
- Number of max-cap violations: 0
- Minimum clock period: 1.59 ns
- CP startpoint kind: input port
- Drt first pass iters: 3
- Top area cell types: edfxtp_1 (34%), dfxtp_1 (24%), mux2_2 (13%)
- Total power: 1.86 mW
- Final Hold Vio Count: 0
- Buf/Inv on CP: 1
- Worst slew pin tran: around 0.27 ns
- CTS tree: done
- Post-synth ARST share: 0%
- Io pins: 35
- Ant diodes: 0
- Share of layout cells above drive strength 1: between 20% and 30%
- Latency at later pin: 0.29 ns
- Number of setup buffers added after CTS: 0
- Seq share, synth: 57.3%
- CP endpoint kind: flop
- Leak Pwr: 0.755 nW
- Ys flops: 33
- Layout fillers: between 900 and 1000
- CP Max Fanout: 2
- Core ar.: 8680 um2
- Final max-slew violation count: 0
- Congestion Overflow GR: 0
- Critical path type: input port to flop
- Setup slack at placement: -0.00622 ns
- H-tree depth: 2
- RSZ-0062 raised after global routing: false
- Post-route ant nets: 0
- Synth area leader: edfxtp_1
- Met2 wire len: 1.34 mm
- PortBufs: 34
- Rel. slew slack: roughly 82%
- RD Place Congestion: 0.779
- Reg-to-Reg Start: mseed_value[15]$_DFFE_PN_
- Max Clk Rate: 628 MHz
- Hold EP: mseq_value[8]$_DFF_P_
- Largest net degree at the start of global routing: 11
- Outcome: completed
- CP top delay family: XOR/XNOR gates
- CTS resizes: 0
- Root Buffer: clkbuf_8
- # setup viols final: 0
- Post-synth mux share: 13.3%
- Dominant comb cell: XOR/XNOR gates
- Final Skew: 0.00851 ns
- Crit-path cells: clkdlybuf4s50_1 -> nand2_1 -> xnor2_2 -> xnor2_1 -> xnor2_1 -> xnor2_1 -> mux2i_1
- Hold/Removal Path Class: flop to flop
- WL met3: 268 um
- CTS sink cnt: 33
- Top cells by count: nand2_1 (31), xnor2_1 (19), dfxtp_1 (17)
- Init Core Util: between 15 and 20%
- Power per Cell Area: roughly 900 nW/um2
- Worst hold path startpoint: mseq_value[9]$_DFF_P_
- CP arrival: 1.77 ns
- Final WS setup: 0.308 ns
- WP data required: 2.08 ns
- VDD IR max: 428 uV
- Die Ht: 114 um
- Cell mode on critical path: xnor2_1
- Initial antenna violation count: 0
- Placement-stage cell area: 1970 um2
stage by stage:
stage,hold slack [ns],cells,setup TNS (ns),util [%]
4_1_cts,0.484,272,0,23.7
5_1_grt,0.503,272,0,23.7
3_5_place_dp,0.469,264,-0.00622,22.6
6_report,0.479,272,0,23.7
2_1_floorplan,0.456,115,0,-
3_3_place_gp,0.464,264,0,22.6
cell usage in the layout (no fill, tap or decap):
cell / Yosys / layout
clkbuf_8: 0 / 6
buf_4: 0 / 9
clkbuf_1: 0 / 2
mux2i_1: 1 / 1
nand2_1: 31 / 31
inv_1: 1 / 1
xnor2_2: 3 / 3
xor2_1: 8 / 8
nand2_2: 1 / 1
mux2_2: 16 / 16
clkdlybuf4s50_1: 0 / 34
dfxtp_1: 17 / 17
xnor2_1: 19 / 19
edfxtp_1: 16 / 16
routing by layer:
| metal | vias up | track usage, % |
|---|---|---|
| met4 | 0 | 0.501 |
| li1 | 476 | - |
| met2 | 36 | 7.33 |
| met3 | 2 | 2.50 |
| met1 | 406 | 7.88 |
| met5 | - | 0 |
final cells by class:
type / count / share of cell area (%)
sequential: 33 / 39.9
multi-input combinational: 79 / 29.1
timing repair buffer: 43 / 19.8
tap: 108 / 6.57
clock buffer: 8 / 4.38
inverter: 1 / 0.183
state kept, by name (all words and copies together) (netlist names):
| name | flops |
|---|---|
| MSEQ_output | 1 |
| mseed_value | 16 |
| mseq_value | 16 |
logic make-up (layout without fill, tap and decap cells):
| kind of cell | after synthesis | count (layout) |
|---|---|---|
| flops | 33 | 33 |
| simple gates | 32 | 32 |
| xor+xnor | 30 | 30 |
| mux | 17 | 17 |
| buf+inv | 3 | 52 |
how the worst max path moves through the flow:
stage / start / to / depth (start not counted)
6_report: MSEQ_init_value[7] / mseq_value[15]$_DFF_P_ / 7
5_1_grt: MSEQ_init_value[9] / mseq_value[15]$_DFF_P_ / 8
4_1_cts: MSEQ_init_value[9] / mseq_value[15]$_DFF_P_ / 8
power breakdown:
part | leakage (nW) | total, mW | switching, mW | internal, mW
Clock | 0.0455 | 0.534 | 0.239 | 0.295
Combinational | 0.409 | 0.455 | 0.177 | 0.278
Sequential | 0.300 | 0.867 | 0.0317 | 0.835
Total | 0.755 | 1.86 | 0.448 | 1.41
Power figures rest on the tool's default switching activity, not on a simulated workload.
